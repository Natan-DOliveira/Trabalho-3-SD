==> flow/design.v <==
module deserializador (
    input logic clock_100KHz,
    input logic reset,
    input logic ack_in,
    input logic data_in,
    input logic write_in,
    output logic status_out,
    output logic data_ready,
    output logic [7:0] data_out
);
    typedef enum logic [1:0]
    {
        AGUARDA = 2'b00,                     
        RECEBE  = 2'b01,                     
        PRONTO  = 2'b10,                     
        ESPERA  = 2'b11                      
    } state_t;
    state_t state;   
    logic [2:0] bits_count;
    logic [7:0] bits_storage;
    always_ff @(posedge clock_100KHz or posedge reset) begin
        if (reset) begin
            state        <= AGUARDA;
            status_out   <= 1'b0;
            data_ready   <= 1'b0;
            bits_count   <= 3'b0;
            bits_storage <= 8'b0;
            data_out     <= 8'b0;
        end
        else begin
            case (state)
                AGUARDA: begin
                    if (bits_count == 0) begin
                        bits_storage <= 8'b0;
                    end
                    if (write_in) begin
                        state <= RECEBE;
                    end
                end
                RECEBE: begin
                    if (bits_count <= 7 && write_in) begin
                        bits_storage[bits_count] <= data_in;
                        bits_count <= bits_count + 1'b1;
                        if (bits_count == 7) begin
                            state  <= PRONTO;
                        end
                    end
                    else begin
                        state <= AGUARDA;
                    end
                end
                PRONTO: begin
                    data_out   <= bits_storage;
                    data_ready <= 1'b1;
                    status_out <= 1'b1;          
                    bits_count <= 3'b0;
                    state      <= ESPERA;
                end
                ESPERA: begin
                    if (ack_in) begin
                        state      <= AGUARDA;
                        data_ready <= 1'b0;
                        status_out <= 1'b0;
                    end
                end
            endcase
        end
    end
endmodule
module fila (
    input logic clock_10KHz,
    input logic reset,
    input logic enqueue_in,
    input logic dequeue_in,
    input logic [7:0] data_in,
    output logic [7:0] len_out,
    output logic [7:0] data_out
);
    typedef enum logic [1:0] 
    {
        AGUARDA = 2'b00,                         
        ENQUEUE = 2'b01,                         
        DEQUEUE = 2'b10                          
    } state_t;
    state_t state;
    logic [2:0] head_node;
    logic [2:0] tail_node;
    logic [7:0] reg_len_out;
    logic [7:0] fila [7:0] ;
    assign len_out = reg_len_out;
    always_ff @(posedge clock_10KHz or posedge reset) begin
        if (reset) begin
            state       <= AGUARDA;
            head_node   <= 1'b0;
            tail_node   <= 1'b0;
            reg_len_out <= 8'b0;
            data_out    <= 8'b0;
            for (int i = 0; i < 8; i++) begin
                fila[i] <= 8'hZZ;
            end
        end
        else begin
            case (state)
                AGUARDA: begin
                    if (enqueue_in && reg_len_out < 8) begin
                        state <= ENQUEUE;
                    end
                    else if (dequeue_in && reg_len_out > 0) begin
                        state <= DEQUEUE;
                    end
                end
                ENQUEUE: begin
                    fila[tail_node] <= data_in;
                    tail_node       <= tail_node + 1;
                    reg_len_out     <= reg_len_out + 1;
                    state           <= AGUARDA;
                end
                DEQUEUE: begin
                    data_out                <= fila[head_node];
                    fila[head_node]         <= 8'hZZ;
                    head_node               <= head_node + 1;
                    reg_len_out             <= reg_len_out - 1;
                    state                   <= AGUARDA;
                end
            endcase
        end
    end
endmodule
module top_module
#(parameter HALF_100KHZ_COUNT = 5,               
  parameter HALF_10KHZ_COUNT  = 50)              
(
    input logic clock_1MHz,
    input logic reset,
    input logic data_in,
    input logic write_in,
    input logic dequeue_in,
    output logic status_out,
    output logic [7:0] len_out,
    output logic [7:0] data_out
);
    logic clock_10KHz;
    logic clock_100KHz;
    logic [2:0] count_100KHz;                    
    logic [5:0] count_10KHz;                     
    logic deserializador_ack_in;
    logic deserializador_status_out;
    logic deserializador_data_ready;
    logic [7:0] deserializador_data_out;
    logic enqueue_in;
    logic reg_ack_in;                            
    logic data_ready_prev;                       
    logic data_ready_edge;                       
    logic [1:0] sincroniza_ack_in;               
    logic [1:0] sincroniza_data_ready;           
    logic [7:0] len_out_prev;                    
    assign status_out            = deserializador_status_out;
    assign enqueue_in            = data_ready_edge;
    assign reg_ack_in            = sincroniza_data_ready && (len_out > len_out_prev);
    assign deserializador_ack_in = sincroniza_ack_in[1];
    always_ff @(posedge clock_1MHz or posedge reset) begin
        if (reset) begin
            clock_10KHz  <= 1'b0;
            clock_100KHz <= 1'b0;
            count_100KHz <= 3'd0;
            count_10KHz  <= 6'd0;
        end
        else begin
            if (count_100KHz == HALF_100KHZ_COUNT - 1) begin
                clock_100KHz <= ~clock_100KHz;
                count_100KHz <= 3'd0;
            end
            else begin
                count_100KHz <= count_100KHz + 1;
            end
            if (count_10KHz == HALF_10KHZ_COUNT - 1) begin
                clock_10KHz <= ~clock_10KHz;
                count_10KHz <= 6'd0;
            end
            else begin
                count_10KHz <= count_10KHz + 1;
            end
        end
    end
    always_ff @(posedge clock_10KHz or posedge reset) begin
        if (reset) begin
            data_ready_edge       <= 1'b0;
            data_ready_prev       <= 1'b0;
            sincroniza_data_ready <= 2'b0;
        end
        else begin
            len_out_prev          <= len_out;
            sincroniza_data_ready <= {sincroniza_data_ready[0], deserializador_data_ready};
            data_ready_prev       <=  sincroniza_data_ready[1];
            data_ready_edge       <=  sincroniza_data_ready[1] && !data_ready_prev;
        end
    end
    always_ff @(posedge clock_100KHz or posedge reset) begin
        if (reset) begin
            sincroniza_ack_in <= 2'b0;
        end
        else begin
            sincroniza_ack_in <= {sincroniza_ack_in[0], reg_ack_in};
        end
    end
    deserializador deserializer 
    (
        .clock_100KHz(clock_100KHz),
        .reset(reset),
        .data_in(data_in),
        .write_in(write_in),
        .ack_in(deserializador_ack_in),
        .data_out(deserializador_data_out),
        .data_ready(deserializador_data_ready),
        .status_out(deserializador_status_out)
    );
    fila queue
    (
        .clock_10KHz(clock_10KHz),
        .reset(reset),
        .len_out(len_out),
        .data_out(data_out),
        .dequeue_in(dequeue_in),
        .enqueue_in(enqueue_in),
        .data_in(deserializador_data_out)
    );
endmodule
==> flow/run.sh <==
#!/bin/bash
# OpenROAD 26Q1-2900-gdf79404cd8, Yosys 0.63+post, stock flow scripts
make -C /OpenROAD-flow-scripts/flow DESIGN_CONFIG=/design/flow/config.mk WORK_HOME=/design/flow/orfs finish
==> flow/config.mk <==
export PLATFORM = sky130hd
export DESIGN_NAME = top_module
export DESIGN_NICKNAME = top_module
export VERILOG_FILES = /design/flow/design.v
export SDC_FILE = /design/flow/constraint.sdc
export NUM_CORES = 4
export LEC_CHECK = 1
export CORE_UTILIZATION = 30
export SYNTH_HDL_FRONTEND = slang
==> flow/constraint.sdc <==
current_design top_module

set clk_period 2.7
set clk_io_pct 0.2

create_clock -name clk0 -period $clk_period [get_ports {clock_1MHz}]

set non_clock_inputs [all_inputs -no_clocks]
set_input_delay [expr $clk_period * $clk_io_pct] -clock clk0 $non_clock_inputs
set_output_delay [expr $clk_period * $clk_io_pct] -clock clk0 [all_outputs]
==> Slide: Implementation Results <==
Physical Implementation Snapshot

Route
  • Number of diodes: 0
  • Pre-Repair DR Iteration Count: 5
  • Drt initial violations: ~220
  • Final ANT Viol Nets: 0
  • WL per Instance: 15.4 um
  • Routed vias: between 4000 and 5000
  • Routed WL: approximately 13000 um
  • # DRC: 0
  • Vias per inst: roughly 5.0

Finish
  • Ratio of cells with drive above 1 in the final layout: 14.5%
  • Final Cell Area: 7090 sq um
  • Area Overhead vs Synth: 8.86%
  • # fillers: about 2000

Floorplan
  • FP Util: between 30% and 40%
  • Row count: approximately 53
  • Core area: 21200 sq um
  • Chip area: between 20000 and 25000 sq um
  • Die Span X: roughly 150 um
  • Top Ports: 22
  • Die Ht: between 100 and 150 um

Logic synthesis
  • Post-synthesis cell count: around 530
  • Synthesized registers: roughly 140
  • Post-synth seq share: a little over half
  • Post-synth EDFFs: 8
  • Yosys stat chip area: about 6500 sq um
  • Synth Flop Type: dfrtp_1
  • Mapped Avg Cell Area: approximately 12 sq um
  • Yosys cell types: between 60 and 70
  • Syn. warnings: 0
  • Post-synth ARST share: approximately 94%
  • Mapped Area: between 6000 and 7000 sq um
  • # Cells Yosys: ~530

Clocking
  • Clock Tree Buf Depth: 2
  • CTS H-Tree Depth: 1
  • CTS tree: done
  • Clock-pin slew on the worst setup and hold paths: ~40 ps
  • Clock latency (worst-skew pair): 230 ps
  • TritonCTS buffer count: 3
  • PostCTS Resize Cnt: 0
  • Post-CTS Hold Buffers: 0
  • Post-CTS setup buffers: 0
  • CTS Root Cell: clkbuf_16

Critical path
  • CP peak stage delay: 420 ps
  • CP Class: flip-flop to flip-flop
  • Arrival time at the worst endpoint: ~1500 ps
  • CP top delay family: flip-flops
  • Crit. End Element: flip-flop
  • CP max-delay cell: dfrtp_1
  • Crit-path max FO: 5
  • Req. time, crit path: about 2900 ps
  • Setup crit start kind: flip-flop
  • Critical-path cell list: inv_1 > ha_1 > nand4b_1 > nor2_1 > xor2_1
  • Count of buffer and inverter cells on the critical path: 1

Global routing
  • First-pass GRT wire length: around 21000 um
  • Gr ovfl total: 0
  • Vias in the first global route: 4037
  • GRT Util Overall: between 10 and 15%
  • Largest net degree at the start of global routing: ~100
  • Initial antenna violation count: 0

STA
  • PnR worst setup slack: between 1000 and 1500 ps
  • Period utilization: around half
  • Unrepaired setup endpoints after global routing: no
  • Register pins left without a clock: about 130
  • Skew final: around 2.8 ps
  • Setup_tns: 0 ps
  • Endpoints left unconstrained: ~150
  • Max Freq: around 760 MHz
  • Fin. max-slew vios: 0
  • Final Hold Viols: 0
  • Tmin final: 1320 ps
  • Slew margin rel.: between 40% and 50%
  • Worst-margin pin slew: ~860 ps
  • Final setup vio count: 0

Pwr
  • Combinational Power Share: about 10%
  • Clock share of power: between 50% and 60%
  • Seq pwr share: approximately 35%
  • Net Sw Frac: about 22%
  • Power density over the cells: 67.6 nW/um^2
  • Net Switching: between 0.0001 and 0.00015 W
  • Static Leak: 3.12 nW
  • VDD IR max: 0.277 mV
  • Cell-internal power: between 0.0003 and 0.0004 W

Placed design
  • Placement Cell Area: ~7000 sq um
  • Placer Congestion: 0.833
  • IO Port Bufs: 21
  • Dpl ws: approximately 1400 ps
  • Final HPWL DP: about 8800 um

Min path
  • HP Class: flip-flop to flip-flop

Run status
  • Status: completed

Run
  • Tool warnings: 30
  • Max-Cap Viols: 0
[final timing paths]
kind	from	slack, ps	endpoint	depth (start not counted)
worst min-delay path	clock_10KHz	460	clock_10KHz	1
worst max register to register	count_10KHz[1]	1380	clock_10KHz	5
worst max-delay path	count_10KHz[1]	1380	clock_10KHz	5
min in group asynchronous	reset	650	count_10KHz[5]	2
max in group asynchronous	reset	1790	clock_10KHz	2
worst min register to register	clock_10KHz	460	clock_10KHz	1
[layout make-up]
class	count	area [sq um]	area share (%)
sequential	138	3500	49.3
timing repair buffer	27	255	3.60
clock buffer	4	78.8	1.11
inverter	25	100	1.41
tap	275	344	4.86
multi-input combinational	343	2810	39.7
[power groups by stage]
stage | logic [W] | registers (W) | clock network [W]
finish | 0.0000492 | 0.000166 | 0.000264
global route | 0.0000589 | 0.000166 | 0.000280
CTS | 0.0000526 | 0.000166 | 0.000267
[synth_stat cells, types with 6 or more instances]
library cell / count / area share (%)
xor2_1: 6 / 0.81
mux4_2: 16 / 5.5
a22o_1: 34 / 4.6
inv_1: 22 / 1.3
dfrtp_1: 128 / 49
clkbuf_1: 7 / 0.40
buf_2: 7 / 0.54
xnor2_1: 7 / 0.94
nor2_1: 43 / 2.5
nand3_1: 6 / 0.46
a21oi_1: 22 / 1.7
mux2_4: 8 / 1.8
nand2_1: 34 / 2.0
o21a_1: 9 / 1.0
mux2_2: 20 / 3.5
ha_1: 23 / 4.4
a32o_1: 8 / 1.2
mux2i_1: 8 / 1.2
o21ai_0: 29 / 2.2
edfxtp_1: 8 / 3.7
[stage by stage]
stage                     total power (W)  hold slack [ps]  util (%)  std cells
after floorplan                  0.000200              427         -        525
after global placement           0.000219              439      33.1        808
after detailed placement         0.000221              456      33.1        808
after CTS                        0.000485              461      33.5        812
after global routing             0.000505              477      33.5        812
final                            0.000479              457      33.5        812
[per-layer routing]
metal	vias to the layer above	wire (um)	track usage [%]
li1	1949	-	-
met4	0	0	0.204
met1	2048	6300	20.2
met3	0	528	1.87
met2	84	5690	18.3
met5	-	0	0
[state kept, by name, indices dropped and copies added, names as in the netlist, 3 cells and up]
signal,flops
deserializer.data_out,8
queue.head_node,3
deserializer.bits_storage,8
queue.state,3
queue.data_out,8
deserializer.state,4
len_out_prev,8
queue.fila,64
count_10KHz,6
count_100KHz,3
deserializer.bits_count,3
queue.tail_node,3
queue.len_out,8
[logic make-up (layout without fill, tap and decap cells)]
family | after synthesis | count (layout) | synth area share, %
DFF | 138 | 138 | 53.7
AOI/OAI and AO/OA | 134 | 134 | 15.3
and+or+nand+nor | 120 | 120 | 9.38
muxes | 52 | 52 | 12.1
buffers and inverters | 44 | 56 | 3.11
adders and majority gates | 24 | 24 | 4.73
xor gates and xnor gates | 13 | 13 | 1.75
[placed cells by master (no fill, tap or decap), drive strengths merged, types with 9 or more instances in the layout]
cell           count
a22o              34
dfrtp            128
mux4              16
o21a               9
mux2              28
nor2              44
o21ai             30
nand2             38
inv               24
clkdlybuf4s50     21
ha                23
a21oi             23
Power is estimated from default activity; no workload was simulated.
